==> ./design.v <==
module det1011 (
    input   clk, rst, in,
    output  out
);
    parameter   IDLE    = 0,
                S1      = 1,
                S10     = 2,
                S101    = 3,
                S1011   = 4;
    reg [2:0] cur_state, next_state;
    assign out = cur_state == S1011 ? 1'b1 : 1'b0;
    always @ (posedge clk or negedge rst) begin
        if (!rst)
            cur_state <= IDLE;
        else
            cur_state <= next_state;
    end
    always @ (cur_state or in) begin
        case (cur_state)
            IDLE : begin
                if (in) next_state = S1;
                else    next_state = IDLE;
            end
            S1 : begin
                if (in) next_state = S1;
                else    next_state = S10;
            end
            S10 : begin
                if (in) next_state = S101;
                else    next_state = IDLE;
            end
            S101 : begin
                if (in) next_state = S1011;
                else    next_state = IDLE;
            end
            S1011 : begin
                next_state = IDLE;
            end
            default: begin
                next_state = IDLE;
            end
        endcase
    end
endmodule
==> ./run.sh <==
#!/bin/bash
# OpenROAD 26Q1-2900-gdf79404cd8, Yosys 0.63+post, stock flow scripts
make -C /OpenROAD-flow-scripts/flow DESIGN_CONFIG=/design/flow/config.mk WORK_HOME=/design/flow/orfs finish
==> ./config.mk <==
export PLATFORM = sky130hd
export DESIGN_NAME = det1011
export DESIGN_NICKNAME = det1011
export VERILOG_FILES = /design/flow/design.v
export SDC_FILE = /design/flow/constraint.sdc
export NUM_CORES = 4
export LEC_CHECK = 1
export CORE_AREA = 10 10 70 70
export DIE_AREA = 0 0 80 80
==> ./constraint.sdc <==
current_design det1011

set clk_period 1.5
set clk_io_pct 0.2

create_clock -name clk0 -period $clk_period [get_ports {clk}]

set non_clock_inputs [all_inputs -no_clocks]
set_input_delay [expr $clk_period * $clk_io_pct] -clock clk0 $non_clock_inputs
set_output_delay [expr $clk_period * $clk_io_pct] -clock clk0 [all_outputs]
==> impl_metrics.toml <==
# implementation run metrics
[outcome]
status = "completed"

[cells_and_area]
fin_util_pct = 8.17
nFillCells = 405
comb_area_um2 = 38.8
flop_area_um2 = 126
regMostFlops = "cur_state"
largest_reg_flops = 5
syn2layout_area_growth_pct = 68.9
top_regs = "cur_state: 5 flops"
layout-drive-gt1-share_pct = 22.2

[run]
drv_cap = 0
warning_count = 25

[clocking]
clk_pin_slew_ns = 0.05
htreeDepth = 1
cts.repair.resized = 0
cts_sinks = 5
postCtsHoldBufs = 0
cts_setup_buffers = 0
cts_tree = "done"
cts_buffer_depth = 2
clk_latency_ns = 0.25
cts-root-buf = "clkbuf_4"
cts_buffers = 3

[global_route]
antenna_found_initial = 0
grt_usage_pct = 1.28
grt_pass1_wl_um = 600
grt_start_max_net_pins = 6
grt_pass1_vias = 139
grt_overflow = 0

[worst_setup_path]
slowest_stage = "clkdlybuf4s50_1"
worstPathArrival_ns = 1.07
cp.buffers_inverters = 1
cp_top_family = "buffers and inverters"
critPathLaunchType = "flip-flop"
worstPathRequired_ns = 1.20
crit_chain = "clkdlybuf4s50_1"
cp_num_cells = 1
critPathCaptureType = "output pin"
r2r_cells = 2
path_max_fanout = 2
critical_path.max_stage_delay_ns = 0.47
crit_type = "reg2out"

[detailed_routing]
postRouteAntennaNets = 0
wl_um = 345
drtPass1Iterations = 3
drt_first_iter_violations = 2
n_antenna_cell = 0
drc = 0
vias_per_cell = 1.73
vias = 111
wire_per_inst_um = 5.39

[sta]
final.period_utilization_pct = 91.6
slew_viol_final = 0
finalHoldViolCount = 0
max_slew.worst_pin.slew_ns = 0.222
rsz0062_at_grt = "no"
setup_violations = 0
period_needed_ns = 1.37
setup_tns_ns = 0
max-slew-margin-rel_pct = 85.2
max_freq_mhz = 728
layout_setup_ws_ns = 0.127
clock_skew_ns = 0.00708

[logic_synthesis]
synth.cellmix.compoundShare_pct = 9.09
async_flop_share_pct = 100
ys_warn_count = 1
post_synth_mux_area_share_pct = 0
adder_share_pct = 0
ys_types = 7
ys_sh_simple_pct = 14.4
synthTopCellsByArea = "dfrtp_1 61%, dfstp_2 16%, and2_1 7.6%, o21a_1 4.5%, o21bai_1 4.5%"
syn_avg_cell_area_um2 = 15.0
logic_family = "simple AND/OR/NAND/NOR gates"
netlist_top_cells_count = "4 x dfrtp_1, 2 x and2_1"
yosysCellCount = 11
synth_top_flop_cell = "dfrtp_1"
synth_cells = 11
yosysTopAreaCellShare_pct = 60.6
xor_share_pct = 0
ys_seq_share_pct = 76.5
edf_count = 0
synth_top_cell_by_count = "dfrtp_1"
ys_ff = 5
synth_area_leader_cell = "dfrtp_1"
syn_area_um2 = 165
yosys-stat-area_um2 = 165

[placed_design]
gp_congestion = 0.684
io_buffers = 3
dpl_worst_slack_ns = 0.389

[floorplan]
coreArea_mm2 = 0.00342
io_pins = 4
fp.dieW_um = 80
die-area_mm2 = 0.00640
fp-utilization_pct = 4.84
rows = 21
die_h_um = 80

[hold_path]
hp-class = "in2async"

[power_and_ir_drop]
ir_drop_uv = 441
power.density_mw_per_mm2 = 1180
power.leakage_nw = 0.106
[metrics by stage]
| step | hold WS [ns] | power [mW] | cell area (um^2) | std cells |
|---|---|---|---|---|
| final | 0.269 | 0.330 | 279 | 64 |
| after global routing | 0.282 | 0.356 | 279 | 64 |
| after CTS | 0.271 | 0.334 | 279 | 64 |
| after detailed placement | 0.473 | 0.173 | 253 | 60 |
| after global placement | 0.464 | 0.171 | 253 | 60 |
| after floorplan | 0.00441 | 0.161 | 165 | 11 |
[layer usage]
layer | part of all wire, % | up-vias | track usage [%] | wire, um
met5 | 0 | - | 0 | 0
met2 | 23 | 8 | 0.963 | 78
met1 | 60 | 52 | 1.74 | 206
met3 | 17 | 0 | 1.70 | 60
met4 | 0 | 0 | 0.352 | 0
li1 | - | 51 | - | -
[path summary, 6_finish.rpt]
path                              start      endpoint  slack [ns]
hold reg to reg            cur_state[3]  cur_state[3]        0.48
min in group clk0          cur_state[3]  cur_state[3]        0.48
hold / removal                      rst  cur_state[1]        0.27
setup / recovery           cur_state[1]           out        0.13
setup reg to reg           cur_state[0]  cur_state[0]        0.71
max in group asynchronous           rst  cur_state[0]        0.98
[cells in the final DEF, fill, tap and decap left out]
master,instances
and2_1,2
clkbuf_1,1
clkbuf_4,3
clkdlybuf4s50_1,3
dfrtp_1,4
dfstp_2,1
nor2b_1,1
nor3_1,1
o21a_1,1
o21bai_1,1
[cell families (layout without fill, tap and decap cells)]
group,count (synthesis),count (layout)
flip-flops,5,5
AND/OR/NAND/NOR,4,4
AND-OR/OR-AND,2,2
buffers and inverters,0,7
[power breakdown]
part           switching (mW)  internal (mW)  leakage (nW)
logic                 0.00766         0.0118        0.0254
clock network          0.0586          0.101        0.0150
registers             0.00474          0.147        0.0657
[final cells by class]
type,instances,area share (%)
repair buffers,3,10.8
well taps,46,20.6
multi-input cells,6,13.9
clock buffers,4,9.42
flip-flops and latches,5,45.3
No activity file was given, so power comes from the tool's default toggle rates.
